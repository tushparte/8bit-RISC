**design/flow/config.mk**
```make
export PLATFORM = sky130hd
export DESIGN_NAME = ALU
export DESIGN_NICKNAME = ALU
export VERILOG_FILES = /design/flow/design.v
export SDC_FILE = /design/flow/constraint.sdc
export NUM_CORES = 4
export LEC_CHECK = 1
export CORE_AREA = 10 10 102 102
export DIE_AREA = 0 0 112 112
```
**design/flow/constraint.sdc**
```tcl
current_design ALU

set clk_period 5.5
set clk_io_pct 0.2

create_clock -name clk0 -period $clk_period

set non_clock_inputs [all_inputs -no_clocks]
set_input_delay [expr $clk_period * $clk_io_pct] -clock clk0 $non_clock_inputs
set_output_delay [expr $clk_period * $clk_io_pct] -clock clk0 [all_outputs]
```
**design/flow/design.v**
```verilog
module ALU(
 input  [7:0] a,   
 input  [7:0] b,   
 input  [2:0] alu_control,  
 output reg [7:0] result,   
 output zero
    );
always @(*)
begin 
 case(alu_control)
 3'b000: result = a + b;  
 3'b001: result = a - b;  
 3'b010: result = ~a;
 3'b011: result = a<<b;
 3'b100: result = a>>b;
 3'b101: result = a & b;  
 3'b110: result = a | b;  
 3'b111: result = a ^ b;  
 default:result = a + b;  
 endcase
end
assign zero = (result==8'd0) ? 1'b1: 1'b0;
endmodule
```
**design/flow/run.sh**
```bash
#!/bin/bash
# OpenROAD 26Q1-2900-gdf79404cd8, Yosys 0.63+post, stock flow scripts
make -C /OpenROAD-flow-scripts/flow DESIGN_CONFIG=/design/flow/config.mk WORK_HOME=/design/flow/orfs finish
```
==> results_dict.tcl <==
# implementation run metrics
set metrics [dict create \
    drt_iter0_drc 147 \
    p_seq_share_pct 0 \
    io_pins 28 \
    die_h_um 112 \
    post_synth.cell_area_avg_um2 7.579 \
    gp_congestion 0.9621 \
    fp_util_pct 20.94 \
    wl_mm 6.180 \
    pwr-share-clk_pct 0 \
    row_count 33 \
    antenna_found_initial 0 \
    cp.required_ns 4.40 \
    p_sw_mw 0.1038 \
    drive_gt1_share_pct 16.86 \
    vias 1907 \
    internal_power_mw 0.1020 \
    p_comb_share_pct 100.0 \
    worstSetupPathType "input pin to output pin" \
    ant_nets 0 \
    dpl.hpwl_mm 4.864 \
    clock_buffers 0 \
    post_drt_wl_per_cell_um 16.89 \
    synthCells 227 \
    dr.pass1.iters 4 \
    mappedNetlistArea_um2 1720 \
    lay_top_count "clkdlybuf4s50_1" \
    hold_viol 0 \
    io_buffers 28 \
    fin_crit_ns 5.217 \
    vias_per_cell 5.210 \
    die_area_um2 12540 \
    synth_seq_share_pct 0 \
    grt_remaining_overflow 0 \
    antenna_cells 0 \
    p_per_area_nw_per_um2 92.16 \
    yosys_warnings 1 \
    fin_crit_sh_pct 94.86 \
    setup_tns_ns 0 \
    worst_slew_margin_rel_pct 61.52 \
    ys_types 61 \
    maxCapViolations 0 \
    stage_log_warnings 41 \
    grt_pass1_vias 1786 \
    route.detailed.drc 0 \
    endpoint_kind "output pin" \
    seq_cells 0 \
    core-area_um2 8217 \
    tightest_slew_ns 0.5695 \
    p_total_mw 0.2057 \
    setup_viol 0 \
    cp_max_fo 6 \
    p_sw_share_pct 50.44 \
    p_leak_nw 0.9476 \
    hp-class "input pin to output pin" \
    vdd_drop_max_v 0.00002063 \
    arrival_ns 4.12 \
    final_util_pct 27.17 \
    yosysChipArea_um2 1720 \
    lay_top_cells "clkdlybuf4s50_1, inv_1, ha_1" \
    place_area_um2 2166 \
    ys_cells 227 \
    startpoint_type "input pin" \
    area_growth_pct 29.75 \
    clock.fmax_ghz 0.1917 \
    die_w_um 112 \
    slew_violations 0 \
    regArea_um2 0 \
    fin_area_um2 2232 \
    grt.total_usage_pct 9.468 \
    grt_max_degree 24 \
    status "finished, final reports clean" \
    holdBufCountCts 0 \
    grt_pass1_wl_mm 9.949 \
    rsz0062_at_grt "no" \
]
## cell type report
type	count	area, um^2
Multi-Input combinational cell	188	1564
Inverter	25	93.84
Tap cell	105	131.4
Fill cell	875	5984
Timing Repair Buffer	48	442.9
## metal layers
layer  wire [um]  vias up  GRT usage [%]
met5           0        -              0
met1        2707      919          12.78
met4         136        0          1.438
met2        3040       63          16.24
met3         296        9         0.8686
li1            -      916              -
## power by group through the flow
stage	Clock (mW)	Sequential, mW	Combinational, mW
4_1_cts	0	0	0.201
5_1_grt	0	0	0.228
6_report	0	0	0.206
## cells in the mapped netlist, types with 5 or more instances
| library cell | number | area share (%) |
|---|---|---|
| nor2_1 | 15 | 3.3 |
| mux2_2 | 5 | 3.3 |
| a21oi_1 | 10 | 2.9 |
| mux2i_1 | 11 | 6.4 |
| inv_1 | 24 | 5.2 |
| xnor2_1 | 9 | 4.6 |
| nor3_1 | 5 | 1.5 |
| ha_1 | 24 | 17 |
| mux4_2 | 5 | 6.5 |
| nand2_1 | 21 | 4.6 |
| nand3_1 | 7 | 2.0 |
| buf_2 | 5 | 1.5 |
| a22oi_1 | 5 | 2.2 |
| o21ai_0 | 7 | 2.0 |
| o211ai_1 | 7 | 3.1 |
## cell families after synthesis
| group | after synthesis | share of synthesized area, % |
|---|---|---|
| AOI/OAI and AO/OA | 62 | 26.55 |
| xor gates and xnor gates | 11 | 5.600 |
| adders and majority gates | 25 | 18.62 |
| buffers and inverters | 39 | 10.91 |
| muxes | 22 | 17.75 |
| and+or+nand+nor | 68 | 20.58 |
## worst paths after layout
check,start,to,slack [ns],cells after the start
hold / removal,b[2],zero,3.30,8
setup / recovery,alu_control[2],result[6],0.28,13
## critical path, cell delays in order
cell,delay (ns)
clkdlybuf4s50_1,0.47
nor3b_4,0.27
buf_4,0.19
nor2_1,0.05
xnor2_1,0.12
ha_1,0.35
a211o_1,0.33
a2111o_1,0.36
o311ai_1,0.08
a21oi_1,0.13
buf_4,0.15
inv_1,0.05
clkdlybuf4s50_1,0.45
## metrics by stage
step                      cells  setup WS (ns)  hold WS, ns
after floorplan             227          1.080        2.400
after global placement      363        -0.2194        3.541
after detailed placement    363        -0.2023        3.541
after CTS                   363        0.02909        3.546
after global routing        366         0.1159        3.320
final                       366         0.2826        3.299
## timing repair
action	CTS	global route
pin swaps	0	8
resized	2	10
buffers inserted	0	3
setup endpoints to repair	1	1
Power is estimated from default activity; no workload was simulated.
