[flow/config.mk]
export PLATFORM = sky130hd
export DESIGN_NAME = alu_control
export DESIGN_NICKNAME = alu_control
export VERILOG_FILES = /design/flow/design.v
export SDC_FILE = /design/flow/constraint.sdc
export NUM_CORES = 4
export LEC_CHECK = 1
export CORE_AREA = 10 10 70 70
export DIE_AREA = 0 0 80 80
[flow/constraint.sdc]
current_design alu_control

set clk_period 1.8
set clk_io_pct 0.2

create_clock -name clk0 -period $clk_period

set non_clock_inputs [all_inputs -no_clocks]
set_input_delay [expr $clk_period * $clk_io_pct] -clock clk0 $non_clock_inputs
set_output_delay [expr $clk_period * $clk_io_pct] -clock clk0 [all_outputs]
[flow/design.v]
`timescale 1ns / 1ps
module alu_control( ALU_Cnt, ALUOp, Opcode);
 output reg[2:0] ALU_Cnt;
 input [1:0] ALUOp;
 input [3:0] Opcode;
 wire [5:0] ALUControlIn;
 assign ALUControlIn = {ALUOp,Opcode};
 always @(ALUControlIn)
 casex (ALUControlIn)
   6'b10xxxx: ALU_Cnt=3'b000;
   6'b01xxxx: ALU_Cnt=3'b001;
   6'b000010: ALU_Cnt=3'b000;
   6'b000011: ALU_Cnt=3'b001;
   6'b000100: ALU_Cnt=3'b010;
   6'b000101: ALU_Cnt=3'b011;
   6'b000110: ALU_Cnt=3'b100;
   6'b000111: ALU_Cnt=3'b101;
   6'b001000: ALU_Cnt=3'b110;
   6'b001001: ALU_Cnt=3'b111;
  default: ALU_Cnt=3'b000;
  endcase
endmodule
[flow/run.sh]
#!/bin/bash
# OpenROAD 26Q1-2900-gdf79404cd8, Yosys 0.63+post, stock flow scripts
make -C /OpenROAD-flow-scripts/flow DESIGN_CONFIG=/design/flow/config.mk WORK_HOME=/design/flow/orfs finish
==> reports/metrics.sh <==
DRT_PASS1_ITERATIONS=2
POST_DETAILED_PLACEMENT_CELL_AREA_UM2=215
UTILIZATION_PCT=6.26
POST_CTS_HOLD_BUFFER_COUNT=0
SYN2LAYOUT_AREA_GROWTH_PCT=256
FINAL-MAX-SLEW-VIOLATION-COUNT=0
FIRST_PASS_GRT_WIRE_LENGTH_UM=379
MAXCLOCKFREQUENCY_GHz=0.588
DESIGN.SEQ.COUNT=0
POWER.STATIC_LEAKAGE_nW=0.0712
CORE-AREA_MM2=0.00342
DRT-INITIAL-DRC-COUNT=2
MAX_SLEW.WORST_PIN.SLEW_NS=0.195
CRIT_TYPE='in -> out'
MAPPEDNETLISTAREA_UM2=60.1
RELSLEWSLACK_PCT=86.9
OPENROAD.WARNINGS=32
CRITICAL_PATH.TOP_DELAY_FAMILY='buffers and inverters'
REGAREA_UM2=0
DIEWIDTH_UM=80
POST_DRT_WL_PER_CELL_UM=4.52
NUMPORTBUFFERS=9
WORST-PATH-MAX-FANOUT=4
YS_SEQ_SHARE_PCT=0
CLASS_OF_THE_MOST_CRITICAL_HOLD_TIMING_PATH='in -> out'
DETAIL_ROUTE.DRC_VIOLATIONS=0
FINAL_CELL_AREA_UM2=214
FIRST_GLOBAL_VIAS=82
LAYOUT.CLOCK_BUFFERS=0
FRACTION_OF_THE_CYCLE_THE_FINAL_WORST_PATH_NEEDS_PCT=94.5
GLOBALPLACE.CONGESTION=0.808
STATUS='complete, no violations'
YOSYS_AREA_UM2=60.1
GRT_START_MAX_NET_PINS=6
CRIT_BUF_INV=2
CAP_VIOLATIONS=0
DETAILROUTE.VIA_COUNT=109
UNIQUE_MASTERS_POST_SYNTH=9
GRT_OVERFLOW_TOTAL=0
NETLIST.AREA_LEADER.SHARE_PCT=16.7
CHIP_AREA_MM2=0.00640
TIMING.CRITICAL_PATH.SLOWEST_STAGE_CELL='or3_1'
FINAL_LAYOUT_SIZE_SUFFIX_GT1_SHARE_PCT=20.0
STD_CELL_ROWS=21
FP-UTILIZATION_PCT=1.76
IOS=9
SETUP_REPAIR_AFTER_GLOBAL_ROUTING_MISSED_ITS_MARGIN='false'
SYNTH_AREA_PER_CELL_UM2=6.01
DIODES=0
DP.CELLS=66
AVGVIACOUNTPERCELL=1.65
POST-SYNTH-TOP-AREA-CELL='and3b_2'
CP.ARRIVAL_NS=1.34
YOSYS_CELLS=10
YOSYS_WARNINGS=1
DIE_H_UM=80
POST-PLACE-WS_NS=-0.393
ANTENNA_FOUND_INITIAL=0
CRIT_PATH_END_KIND='output port'
CRITPATHLAUNCHTYPE='input port'
CPPEAKSTAGEDELAY_NS=0.36
POST_SYNTH_MAIN_AREA_CONTRIBUTORS='and3b_2 17%, xnor2_1 15%, nor2_1 13%'
SETUP_TNS_NS=0
TRACK_USAGE_PCT=0.670
FINAL-INSTANCE-COUNT-EXCL-FILL=66
FINALHOLDVIOLCOUNT=0
TIMING.CRITICAL_PATH.CELLS='clkdlybuf4s15_2, or3_1, a31oi_1, nor2_1, dlygate4sd2_1'
FINAL_CELL_MIX='3 x clkdlybuf4s50_1, 3 x dlygate4sd2_1, 2 x nor2_1, 2 x clkdlybuf4s15_2'
FINALSETUPVIOLCOUNT=0
ANTENNA_LEFT=0
WIRELENGTH_UM=298
N_FILL_CELL=413
FINALWORSTSETUPSLACK_NS=0.0995
WORSTPATHREQUIRED_NS=1.44
VDD.IR_DROP.WORST_mV=0.0129
SYNTH_CELLS=10
POST-ROUTE-MIN-PERIOD_NS=1.70
POWER.DENSITY_CELL_AREA_mW_PER_MM2=136
==> kinds of logic (layout without fill, tap and decap cells) <==
group	count (synthesis)	in the layout	synth area share, %
AOI/OAI and AO/OA	3	3	27.1
buffers and inverters	0	10	0
and+or+nand+nor	6	6	58.3
xor gates and xnor gates	1	1	14.6
==> what timing repair did <==
item / 4_1_cts / 5_1_grt
setup endpoints to repair: 3 / 0
setup buffers: 0 / 0
gates resized: 11 / 0
==> worst paths after layout <==
path | slack (ns) | from | endpoint | depth (start not counted)
setup / recovery | 0.1 | Opcode[1] | ALU_Cnt[0] | 5
hold / removal | 1.29 | Opcode[1] | ALU_Cnt[1] | 4
==> power by group <==
group / total (mW) / switching (mW) / internal, mW
clock network: 0 / 0 / 0
registers: 0 / 0 / 0
logic: 0.0290 / 0.00971 / 0.0193
==> cell usage after synthesis <==
cell     number
a21oi_1       1
o21ai_0       1
nor4_1        1
nor3_1        1
nor2_1        2
and3b_2       1
or3_1         1
a31oi_1       1
xnor2_1       1
==> per-stage QoR <==
stage          hold slack (ns)  power (mW)
3_5_place_dp              1.69      0.0325
2_1_floorplan            0.733     0.00725
6_report                  1.29      0.0290
3_3_place_gp              1.67      0.0318
4_1_cts                   1.30      0.0294
5_1_grt                   1.32      0.0317
==> routing by layer <==
metal	track usage, %	share of wire (%)	vias up
met2	0.722	21	9
met3	0.341	19	0
met1	1.12	60	41
met5	0	0	-
met4	0	0	0
li1	-	-	59
==> final cells by class <==
cell class         instances  area (um^2)  area share [%]
repair buffers            10         96.3            45.0
multi-input cells         10         60.1            28.1
well taps                 46         57.6            26.9
Power is estimated from default activity; no workload was simulated.
