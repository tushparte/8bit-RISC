**/design/flow/config.mk**
```make
export PLATFORM = sky130hd
export DESIGN_NAME = Control_Unit
export DESIGN_NICKNAME = Control_Unit
export VERILOG_FILES = /design/flow/design.v
export SDC_FILE = /design/flow/constraint.sdc
export NUM_CORES = 4
export LEC_CHECK = 1
export CORE_AREA = 10 10 70 70
export DIE_AREA = 0 0 80 80
```
**/design/flow/constraint.sdc**
```tcl
current_design Control_Unit

set clk_period 1.0
set clk_io_pct 0.2

create_clock -name clk0 -period $clk_period

set non_clock_inputs [all_inputs -no_clocks]
set_input_delay [expr $clk_period * $clk_io_pct] -clock clk0 $non_clock_inputs
set_output_delay [expr $clk_period * $clk_io_pct] -clock clk0 [all_outputs]
```
**/design/flow/design.v**
```verilog
`timescale 1ns / 1ps
module Control_Unit(
      input[3:0] opcode,
      output reg[1:0] alu_op,
      output reg jump,beq,bne,mem_read,mem_write,alu_src,reg_dst,mem_to_reg,reg_write    
    );
always @(*)
begin
 case(opcode) 
 4'b0000:   
   begin
    reg_dst = 1'b0;
    alu_src = 1'b1;
    mem_to_reg = 1'b1;
    reg_write = 1'b1;
    mem_read = 1'b1;
    mem_write = 1'b0;
    beq = 1'b0;
    bne = 1'b0;
    alu_op = 2'b10;
    jump = 1'b0;   
   end
 4'b0001:   
   begin
    reg_dst = 1'b0;
    alu_src = 1'b1;
    mem_to_reg = 1'b0;
    reg_write = 1'b0;
    mem_read = 1'b0;
    mem_write = 1'b1;
    beq = 1'b0;
    bne = 1'b0;
    alu_op = 2'b10;
    jump = 1'b0;   
   end
 4'b0010:   
   begin
    reg_dst = 1'b1;
    alu_src = 1'b0;
    mem_to_reg = 1'b0;
    reg_write = 1'b1;
    mem_read = 1'b0;
    mem_write = 1'b0;
    beq = 1'b0;
    bne = 1'b0;
    alu_op = 2'b00;
    jump = 1'b0;   
   end
 4'b0011:   
   begin
    reg_dst = 1'b1;
    alu_src = 1'b0;
    mem_to_reg = 1'b0;
    reg_write = 1'b1;
    mem_read = 1'b0;
    mem_write = 1'b0;
    beq = 1'b0;
    bne = 1'b0;
    alu_op = 2'b00;
    jump = 1'b0;   
   end
 4'b0100:   
   begin
    reg_dst = 1'b1;
    alu_src = 1'b0;
    mem_to_reg = 1'b0;
    reg_write = 1'b1;
    mem_read = 1'b0;
    mem_write = 1'b0;
    beq = 1'b0;
    bne = 1'b0;
    alu_op = 2'b00;
    jump = 1'b0;   
   end
 4'b0101:   
   begin
    reg_dst = 1'b1;
    alu_src = 1'b0;
    mem_to_reg = 1'b0;
    reg_write = 1'b1;
    mem_read = 1'b0;
    mem_write = 1'b0;
    beq = 1'b0;
    bne = 1'b0;
    alu_op = 2'b00;
    jump = 1'b0;   
   end
 4'b0110:   
   begin
    reg_dst = 1'b1;
    alu_src = 1'b0;
    mem_to_reg = 1'b0;
    reg_write = 1'b1;
    mem_read = 1'b0;
    mem_write = 1'b0;
    beq = 1'b0;
    bne = 1'b0;
    alu_op = 2'b00;
    jump = 1'b0;   
   end
 4'b0111:   
   begin
    reg_dst = 1'b1;
    alu_src = 1'b0;
    mem_to_reg = 1'b0;
    reg_write = 1'b1;
    mem_read = 1'b0;
    mem_write = 1'b0;
    beq = 1'b0;
    bne = 1'b0;
    alu_op = 2'b00;
    jump = 1'b0;   
   end
 4'b1000:   
   begin
    reg_dst = 1'b1;
    alu_src = 1'b0;
    mem_to_reg = 1'b0;
    reg_write = 1'b1;
    mem_read = 1'b0;
    mem_write = 1'b0;
    beq = 1'b0;
    bne = 1'b0;
    alu_op = 2'b00;
    jump = 1'b0;   
   end
 4'b1001:   
   begin
    reg_dst = 1'b1;
    alu_src = 1'b0;
    mem_to_reg = 1'b0;
    reg_write = 1'b1;
    mem_read = 1'b0;
    mem_write = 1'b0;
    beq = 1'b0;
    bne = 1'b0;
    alu_op = 2'b00;
    jump = 1'b0;   
   end
 4'b1011:   
   begin
    reg_dst = 1'b0;
    alu_src = 1'b0;
    mem_to_reg = 1'b0;
    reg_write = 1'b0;
    mem_read = 1'b0;
    mem_write = 1'b0;
    beq = 1'b1;
    bne = 1'b0;
    alu_op = 2'b01;
    jump = 1'b0;   
   end
 4'b1100:   
   begin
    reg_dst = 1'b0;
    alu_src = 1'b0;
    mem_to_reg = 1'b0;
    reg_write = 1'b0;
    mem_read = 1'b0;
    mem_write = 1'b0;
    beq = 1'b0;
    bne = 1'b1;
    alu_op = 2'b01;
    jump = 1'b0;   
   end
 4'b1101:   
   begin
    reg_dst = 1'b0;
    alu_src = 1'b0;
    mem_to_reg = 1'b0;
    reg_write = 1'b0;
    mem_read = 1'b0;
    mem_write = 1'b0;
    beq = 1'b0;
    bne = 1'b0;
    alu_op = 2'b00;
    jump = 1'b1;   
   end   
 default: begin
    reg_dst = 1'b1;
    alu_src = 1'b0;
    mem_to_reg = 1'b0;
    reg_write = 1'b1;
    mem_read = 1'b0;
    mem_write = 1'b0;
    beq = 1'b0;
    bne = 1'b0;
    alu_op = 2'b00;
    jump = 1'b0; 
   end
 endcase
 end
endmodule
```
**/design/flow/run.sh**
```bash
#!/bin/bash
# OpenROAD 26Q1-2900-gdf79404cd8, Yosys 0.63+post, stock flow scripts
make -C /OpenROAD-flow-scripts/flow DESIGN_CONFIG=/design/flow/config.mk WORK_HOME=/design/flow/orfs finish
```
==> results.py <==
# Flow results
metrics = {
    "floorplan": {
        "die_h_um": 80,
        "die_w_um": 80,
        "die_area_sq_um": 6400,
        "fp_util": 0.0425,
        "io_pins": 15,
        "rows": 21,
        "core-area_sq_um": 3420,
    },
    "flow_run": {
        "drv_cap": 0,
        "tool_warnings": 34,
    },
    "yosys": {
        "mux_share": 0,
        "syn-cell-area_sq_um": 145,
        "logic_family": "simple AND/OR/NAND/NOR gates",
        "synth.distinct_cells": 16,
        "netlist_instances": 19,
        "yosys_warnings": 1,
        "synth-simple-area-share": 0.500,
        "avgSynthCellArea_sq_um": 7.64,
        "ys_seq_share": 0,
        "area_leaders": "buf_4 16%, nor4b_2 10%, and4b_4 9.5%, buf_6 7.8%, nor3_1 6.9%",
        "ys_sh_adder": 0,
        "ys_cells": 19,
        "synthDominantCellAreaShare": 0.155,
        "ys_area_sq_um": 145,
        "ys_sh_xor": 0.0603,
        "synth_area_leader_cell": "buf_4",
        "aoi_share": 0.147,
    },
    "final_timing": {
        "period_used_share": 1.17,
        "setup_ws_ns": -0.171,
        "setup-violations-final": 6,
        "max_freq_mhz": 854,
        "rsz0062_at_grt": "true",
        "tightest_slew_ns": 0.312,
        "report.final.slew_viol_count": 0,
        "timing.hold.ws_ns": 0.636,
        "period_minus_slack_ns": 1.17,
        "hold_violations": 0,
        "slew_headroom": 0.791,
    },
    "final_layout": {
        "drive_gt1_frac": 0.850,
        "clkbuf_count": 0,
        "final_core_util": 0.131,
        "seqCellArea_sq_um": 0,
        "nFillCells": 410,
        "seq_cell_count": 0,
        "areaGrowthSynthToFinish_pct": 209,
    },
    "detailed_routing": {
        "wl_per_cell_um": 8.99,
        "viasPerCell": 2.65,
        "route.detailed.drc": 0,
        "vias": 228,
        "antenna_cells": 0,
        "ant_nets": 0,
        "first_pass_iters": 4,
        "wl_um": 773,
        "drt_iter0_markers": 9,
    },
    "worst_setup_path": {
        "cp-end-kind": "output pin",
        "slowest_delay_ns": 0.33,
        "worst_path_most_repeated_cell": "buf_6",
        "required_ns": 0.80,
        "path_buffers": 4,
        "path_depth": 6,
        "crit_chain": "buf_12 > and4b_4 > buf_6 > buf_6 > a21oi_4 > buf_2",
        "cp-start-kind": "input pin",
        "crit_family": "buffers and inverters",
        "arrival_ns": 0.97,
        "worstSetupPathType": "input pin to output pin",
        "worstPathMaxFanout": 7,
        "crit_slowest_cell": "and4b_4",
    },
    "run_status": {
        "violations": "negative setup slack",
        "status": "complete, but fails checks",
    },
    "placed_design": {
        "gp_congestion": 0.736,
        "dp_hpwl_um": 612,
        "io_buffers": 15,
    },
    "grt": {
        "antenna_found_initial": 0,
        "globalRouteOverflowTotal": 0,
        "grt_pass1_wl_um": 1190,
        "grt_max_degree": 8,
        "grtUsageTotal": 0.0219,
        "first_global_vias": 242,
    },
    "pwr": {
        "vdd_ir_drop_max_v": 0.000163,
        "p_leak_nw": 0.190,
        "powerDensity_nw_per_um2": 325,
    },
    "min_path": {
        "whs_path_depth": 3,
        "hp-class": "input pin to output pin",
    },
    "clock_tree": {
        "cts_hold_buf": 0,
    },
}
==> per-stage QoR <==
stage | cells | cell area, sq um | TNS [ns] | setup WS (ns) | total power [W]
4_1_cts | 85 | 424 | -0.481 | -0.163 | 0.000135
3_5_place_dp | 82 | 367 | -10.19 | -1.02 | 0.000110
2_1_floorplan | 19 | 145 | 0 | 0.0331 | 0.0000415
3_3_place_gp | 82 | 367 | -9.92 | -1.01 | 0.000107
6_report | 86 | 448 | -0.568 | -0.171 | 0.000146
5_1_grt | 86 | 448 | -0.786 | -0.199 | 0.000158
==> layout make-up <==
| type | instances | area [sq um] | area share |
|---|---|---|---|
| well taps | 46 | 57.6 | 0.128 |
| repair buffers | 26 | 221 | 0.494 |
| multi-input cells | 13 | 165 | 0.369 |
| inverters | 1 | 3.75 | 0.00838 |
==> cells in the final DEF, fill, tap and decap left out <==
master     n
buf_8      1
nor4b_4    1
xnor2_1    1
buf_2     10
or3b_1     1
buf_6      5
buf_12     2
nor3b_2    1
a21oi_4    1
nand2_1    1
and4b_4    1
buf_4      8
a311oi_2   1
nand3b_1   1
nor4_4     1
nor3_2     1
inv_1      1
a21boi_1   1
nor3_4     1
==> worst paths after layout <==
kind	slack (ns)	startpoint	end
max	-0.17	opcode[2]	reg_dst
min	0.64	opcode[0]	bne
==> where the power goes <==
| part | total (W) | switching (W) | internal [W] |
|---|---|---|---|
| Combinational | 0.000146 | 0.0000571 | 0.0000885 |
| Clock | 0 | 0 | 0 |
| Sequential | 0 | 0 | 0 |
| Total | 0.000146 | 0.0000571 | 0.0000885 |
==> synth_stat cells <==
library cell  count
buf_4             3
nor3_1            2
a21boi_1          1
a21oi_1           1
a311oi_1          1
and4b_4           1
buf_2             1
buf_6             1
inv_1             1
nand2_1           1
nand3b_1          1
nor3b_1           1
nor4_1            1
nor4b_2           1
or3b_1            1
xnor2_1           1
==> tightest hold or removal path: stages <==
cell	delay (ns)
buf_8	0.09
nor3_2	0.04
buf_2	0.11
==> logic make-up (layout without fill, tap and decap cells) <==
family / after synthesis / in the layout
AOI/OAI and AO/OA: 3 / 3
xor gates and xnor gates: 1 / 1
buffers and inverters: 6 / 27
and+or+nand+nor: 9 / 9
==> layer usage <==
| metal | share of wire | vias to the layer above | track usage |
|---|---|---|---|
| met5 | 0 | - | 0 |
| met4 | 0 | 0 | 0 |
| met3 | 0.13 | 0 | 0.0102 |
| met2 | 0.30 | 14 | 0.0257 |
| met1 | 0.57 | 101 | 0.0356 |
| li1 | - | 113 | - |
==> timing repair <==
item                                    in CTS  in global routing
endpoints found under the setup margin      11                  5
pin swaps                                    3                  1
resized                                     75                  3
buffers inserted                             3                  1
gates cloned                                 0                  0
No activity file was given, so power comes from the tool's default toggle rates.
